**flow/design.v**
```verilog
`timescale 1ns / 1ns
module ID_EX(
	 	 	 	 	 input clk,
                                         input reset,
 	 	   	 	 input [1:0] regin_in,
	 	 	 	 	 input [2:0] branch_in,
	 	 	 	 	 input memtoreg_in,
	 	 	 	 	 input [1:0] ALUop_in,
	 	 	 	 	 input [1:0] ALUsrc_in,
	 	 	 	 	 input  regwrite_in,
	 	 	 	 	 input [3:0] memwrite_in,
	 	 	 	 	 input [31:0] rdata1_in,
	 	 	 	 	 input [31:0] rdata2_in,
	 	 	 	 	 input opinvalid_in,
	 	 	 	 	 input ACK_in,
	 	 	 	 	 input [31:0] immgen_in,
	 	 	 	 	 input [31:0] PC_in,
                input [3:0] mul_div_op_in,
	 	 	 	 	 input [31:0] inst_data_in,
	 	 	 	 	 output logic ACK_out,
	 	 	 	 	 output logic opinvalid_out,
	 	 	 	 	 output logic[31:0] rdata1_out,
	 	 	 	 	 output logic[31:0] rdata2_out,
	 	 	 	 	 output logic[31:0] immgen_out,
	 	 	 	 	 output logic[1:0] regin_out,
	 	 	 	 	 output logic[2:0] branch_out,
	 	 	 	 	 output logic memtoreg_out,
	 	 	 	 	 output logic[1:0] ALUop_out,
	 	 	 	 	 output logic[1:0] ALUsrc_out,
	 	 	 	 	 output logic regwrite_out,
	 	 	 	 	 output logic[3:0] memwrite_out,
	 	 	 	 	 output logic[31:0] PC_out,
                output logic [3:0] mul_div_op_out,
	 	 	 	 	 output logic[31:0] inst_data_out
	 	 	 	 	 	 	 	 	 	 	 	 	 	     	  );
always_ff @(posedge clk) begin
        if(reset)begin
	regin_out =0;
	branch_out = 0;
	memtoreg_out = 0;
	ALUop_out = 0;
	ALUsrc_out = 0;
	regwrite_out = 0;
	memwrite_out = 0;
	rdata1_out = 0;
	rdata2_out = 0;
	immgen_out = 0;
	PC_out = 0;
	inst_data_out = 0;
	opinvalid_out = 0;
	ACK_out = 0;
	mul_div_op_out = 4'b1111 ;
        end
       else begin
	regin_out <= regin_in;
	branch_out <= branch_in;
	memtoreg_out <= memtoreg_in;
	ALUop_out <= ALUop_in;
	ALUsrc_out <= ALUsrc_in;
	regwrite_out <= regwrite_in;
	memwrite_out <= memwrite_in;
	rdata1_out <= rdata1_in;
	rdata2_out <= rdata2_in;
	immgen_out <= immgen_in;
	PC_out <= PC_in;
	inst_data_out <= inst_data_in;
	opinvalid_out <= opinvalid_in;
	ACK_out <= ACK_in;
        mul_div_op_out <= mul_div_op_in;
    end
end
endmodule
```
**flow/run.sh**
```bash
#!/bin/bash
# OpenROAD 26Q1-2900-gdf79404cd8, Yosys 0.63+post, stock flow scripts
make -C /OpenROAD-flow-scripts/flow DESIGN_CONFIG=/design/flow/config.mk WORK_HOME=/design/flow/orfs finish
```
**flow/config.mk**
```make
export PLATFORM = sky130hd
export DESIGN_NAME = ID_EX
export DESIGN_NICKNAME = ID_EX
export VERILOG_FILES = /design/flow/design.v
export SDC_FILE = /design/flow/constraint.sdc
export NUM_CORES = 4
export LEC_CHECK = 1
export CORE_AREA = 10 10 179 179
export DIE_AREA = 0 0 189 189
```
**flow/constraint.sdc**
```tcl
current_design ID_EX

set clk_period 1.0
set clk_io_pct 0.2

create_clock -name clk0 -period $clk_period [get_ports {clk}]

set non_clock_inputs [all_inputs -no_clocks]
set_input_delay [expr $clk_period * $clk_io_pct] -clock clk0 $non_clock_inputs
set_output_delay [expr $clk_period * $clk_io_pct] -clock clk0 [all_outputs]
```
==> impl_metrics.py <==
# Flow results
metrics = {
    "run": {
        "tool_warnings": 27,
        "maxCapViolCount": 0,
    },
    "finish": {
        "nFillCells": 2879,
        "drive_above_1_share": 0.325,
        "area_growth_pct": 78.8,
    },
    "sta": {
        "fmax_mhz": 915,
        "max-slew-margin-rel": 0.835,
        "setup_slack_ns": -0.0933,
        "finalSetupViolations": 181,
        "rsz0062_at_grt": "true",
        "finalClockPeriodUsage": 1.09,
        "finalSetupTns_ns": -3.59,
        "whs_ns": 0.185,
        "period_needed_ns": 1.09,
        "tightest_slew_ns": 0.248,
        "slew_violations": 0,
        "finalHoldViolCount": 0,
    },
    "cts": {
        "cts_tree": "built",
        "ctsHoldBuffers": 0,
        "cts_root_buffer": "clkbuf_16",
        "cts_buffer_depth": 2,
        "post_cts_buffers": 0,
        "cts_max_level": 4,
        "cts.sinks": 181,
        "cts_buffers": 17,
        "clk_pin_slew_ns": 0.07,
    },
    "routing": {
        "via_count": 3809,
        "drc": 0,
        "routed_wl_mm": 17.8,
        "avgViaCountPerCell": 3.33,
        "drt_iter0_drc": 48,
        "routedWlPerCell_um": 15.6,
        "ant_nets": 0,
        "drt_first_pass_iters": 4,
        "num_antenna_cells": 0,
    },
    "logic_synthesis": {
        "edf_count": 0,
        "yosysSeqAreaShare": 0.742,
        "top_cells_by_area": "dfxtp_1 74%, nor2b_1 20%, and2b_1 2.8%",
        "top_area_cell": "dfxtp_1",
        "ys_chip_area_um2": 4880,
        "ys_ff": 181,
        "synthFlopType": "dfxtp_1",
        "synth-xor-area-share": 0,
        "yosysUniqueCellTypes": 8,
        "top_logic_kind": "simple AND/OR/NAND/NOR gates",
        "synth_cells": 382,
        "yosysTopAreaCellShare": 0.742,
        "ys_sh_adder": 0,
        "synthTopCellsByCount": "181 x dfxtp_1, 159 x nor2b_1, 18 x and2b_1",
        "aoi_share": 0,
        "mux_share": 0,
        "ys_cells": 382,
        "ys_warn_count": 1,
        "synthSimpleGateAreaFrac": 0.237,
        "synth.avg_cell_area_um2": 12.8,
        "synthesis.area_um2": 4880,
        "ys_async_sr_fraction": 0,
        "yosysMostFrequentCell": "dfxtp_1",
    },
    "worst_hold_path": {
        "holdPathStages": 3,
        "hold_end": "immgen_out[16]$_SDFF_PP0_",
        "hold_path_class": "in2reg",
        "min-delay-start": "reset",
    },
    "outcome": {
        "violations": "negative setup slack",
        "status": "complete, but fails checks",
    },
    "grt": {
        "grt_pass1_wl_mm": 26.2,
        "grt_max_degree": 49,
        "grt_util_met2": 0.148,
        "grtUsageMet3": 0.0569,
        "grt_pass1_vias": 4129,
        "antenna_found_initial": 0,
        "grt.overflow.total": 0,
        "gr-usage-met1": 0.117,
        "grt_busiest_layer": "met2",
        "grt.total_usage": 0.0966,
    },
    "critical_path": {
        "crit_start": "PC_out[2]$_SDFF_PP0_",
        "cp_max_fo": 1,
        "cp_top_family": "flip-flops",
        "max_stage_delay_ns": 0.36,
        "worstSetupPathType": "reg2out",
        "cp_slowest_cell": "dfxtp_4",
        "crit_required_ns": 0.80,
        "cp.arrival_ns": 0.89,
        "critPathBufInv": 1,
        "end_kind": "output port",
        "worstPathCellList": "buf_6",
        "crit_path_start_kind": "flip-flop",
    },
    "placed_design": {
        "dp_hpwl_mm": 14.2,
        "place_congestion": 0.799,
        "port_buffers": 363,
        "dp_slack_ns": -0.145,
    },
    "floorplan": {
        "die_h_um": 189,
        "io_pins": 364,
        "die_width_um": 189,
        "dieArea_um2": 35700,
        "initCoreUtil": 0.174,
        "rows": 61,
        "core_um2": 28000,
    },
    "power_and_ir_drop": {
        "peakVddDrop_uv": 964,
        "power_leakage_uw": 0.00387,
        "power.density_nw_per_um2": 1760,
    },
}
per-layer routing:
layer,part of all wire,wire length (um),vias up
met2,0.43,7730,251
met4,0.017,306,0
met3,0.14,2520,9
met1,0.41,7260,1660
met5,0,0,-
li1,-,-,1889
cells in the final DEF, fill, tap and decap left out:
| master | count |
|---|---|
| buf_6 | 10 |
| clkdlybuf4s50_1 | 181 |
| clkbuf_8 | 4 |
| clkbuf_1 | 4 |
| buf_2 | 172 |
| and2b_1 | 18 |
| clkinv_4 | 2 |
| dfxtp_4 | 1 |
| dfxtp_2 | 28 |
| or2_1 | 4 |
| nor2b_1 | 159 |
| dfxtp_1 | 152 |
| clkinvlp_4 | 2 |
| buf_4 | 7 |
| clkinv_2 | 3 |
| clkbuf_16 | 17 |
| buf_12 | 3 |
registers in the layout, indices dropped and copies added, names as in the netlist:
register / flops
PC_out: 32
inst_data_out: 32
ALUop_out: 2
rdata1_out: 32
memtoreg_out: 1
branch_out: 3
immgen_out: 32
ACK_out: 1
opinvalid_out: 1
rdata2_out: 32
mul_div_op_out: 4
memwrite_out: 4
regin_out: 2
ALUsrc_out: 2
regwrite_out: 1
logic make-up after synthesis:
logic type	after synthesis
DFF	181
and+or+nand+nor	181
buffers and inverters	20
power breakdown:
part	internal [uW]	switching [uW]
sequential	7610	90.4
combinational	1100	385
clock	3450	2760
timing repair:
| action | CTS | global route |
|---|---|---|
| pin swaps | 0 | 0 |
| endpoints found under the setup margin | 181 | 181 |
| gates resized | 616 | 16 |
through the flow:
stage	total power, uW	instances	utilization	instance area [um2]
after floorplan	8090	382	-	4880
after global placement	9720	1113	0.321	9000
after detailed placement	9730	1113	0.321	9000
after CTS	15700	1145	0.310	8690
after global routing	16200	1145	0.312	8730
final	15400	1145	0.312	8730
how the worst max path moves through the flow:
stage	endpoint	slack [ns]	depth (start not counted)
final	PC_out[2]	-0.09	1
after global routing	PC_out[2]	-0.14	1
after CTS	PC_out[2]	-0.13	1
final cells by class:
| type | count | area (um2) | area share |
|---|---|---|---|
| multi-input cells | 181 | 1150 | 0.132 |
| flip-flops and latches | 181 | 3660 | 0.419 |
| well taps | 378 | 473 | 0.0542 |
| repair buffers | 373 | 2900 | 0.332 |
| clock buffers | 25 | 495 | 0.0567 |
| clock inverters | 7 | 47.5 | 0.00545 |
Power is estimated from default activity; no workload was simulated.
