File: flow/design.v
`timescale 1ns / 1ns
module MEM_WB(
		 	 	 	  input clk,
		 	 	 	  input reset,
  	 	 	 	     input memtoreg_in,
   	 	 	 	  input regwrite_in,
   	 	 	 	  input [31:0] ALUout_in,
    	 	 	 	  input [31:0] Rdata_in,
    	 	 	 	  input [31:0] immgen_in,
   	 	 	 	  input [31:0] PC_plus4_in,
   	 	 	 	  input [1:0] regin_in,
		 	 	 	  input [31:0] inst_data_in,
		 	 	 	  input [31:0] Data_addr_in,
		 	 	 	  input invalid_in,
		 	 	 	  output logic invalid_out,
		 	 	 	  output logic [31:0] Data_addr_out,
		 	 	 	  output logic [31:0] inst_data_out,
   	 	 	 	  output logic [1:0] regin_out,
   	 	 	 	  output logic [31:0] PC_plus4_out,
   	 	 	 	  output logic [31:0] immgen_out,
   	 	 	 	  output logic [31:0] ALUout_out,
   	 	 	 	  output logic [31:0] Rdata_out,
   	 	 	 	  output logic memtoreg_out,
   	 	 	 	  output logic regwrite_out
  	 	 	 	 	 	 	 	 	 	 	 	 	 	 	 	   );
always_ff@(posedge clk)begin
        if(reset) begin 
	 ALUout_out = 0;
	 memtoreg_out = 0;
	 regwrite_out = 0;
	 regin_out = 0;
	 immgen_out = 0;
	 Rdata_out = 0;
	 PC_plus4_out = 0;
	 inst_data_out = 0;
	 Data_addr_out = 0; 
	 invalid_out =0;
	 Rdata_out = 0;
        end
       else begin 
	 ALUout_out <= ALUout_in;
	 memtoreg_out <= memtoreg_in;
	 regwrite_out <= regwrite_in;
	 regin_out <= regin_in;
	 immgen_out <= immgen_in;
	 Rdata_out <= Rdata_in;
	 PC_plus4_out <= PC_plus4_in;
	 inst_data_out <= inst_data_in;
	 Data_addr_out <= Data_addr_out; 
	 invalid_out <= invalid_in;
        end	 
end
endmodule
File: flow/constraint.sdc
current_design MEM_WB

set clk_period 1.0
set clk_io_pct 0.2

create_clock -name clk0 -period $clk_period [get_ports {clk}]

set non_clock_inputs [all_inputs -no_clocks]
set_input_delay [expr $clk_period * $clk_io_pct] -clock clk0 $non_clock_inputs
set_output_delay [expr $clk_period * $clk_io_pct] -clock clk0 [all_outputs]
File: flow/config.mk
export PLATFORM = sky130hd
export DESIGN_NAME = MEM_WB
export DESIGN_NICKNAME = MEM_WB
export VERILOG_FILES = /design/flow/design.v
export SDC_FILE = /design/flow/constraint.sdc
export NUM_CORES = 4
export LEC_CHECK = 1
export CORE_AREA = 10 10 219 219
export DIE_AREA = 0 0 229 229
File: flow/run.sh
#!/bin/bash
# OpenROAD 26Q1-2900-gdf79404cd8, Yosys 0.63+post, stock flow scripts
make -C /OpenROAD-flow-scripts/flow DESIGN_CONFIG=/design/flow/config.mk WORK_HOME=/design/flow/orfs finish
==> flow_metrics.env <==
# source this file to load flow results
export IMPL_drc=0
export IMPL_drtAntennaViolNets=0
export IMPL_cp_max_fo=1
export IMPL_grt_pass1_vias=3852
export IMPL_clk_pin_slew_ns=0.07
export IMPL_drtIter0Drc=75
export IMPL_detailed_place_hpwl_mm=14.8
export IMPL_common_cells="dfxtp_1, nor2b_1, buf_4"
export IMPL_hold_ws_ns=0.120
export IMPL_crit_path_cell_trace="buf_6"
export IMPL_chip_area_sq_um=52400
export IMPL_power_leakage_nw=3.65
export IMPL_wirelength_mm=18.8
export IMPL_finalWorstSetupSlack_ns=-0.208
export IMPL_mux_share_pct=0
export IMPL_crit_required_ns=0.80
export IMPL_cts_max_level=4
export IMPL_ys_cells=381
export IMPL_ys_seq_share_pct=70.8
export IMPL_num_fill_cells=4808
export IMPL_powerDensity_nw_per_um2=1720
export IMPL_cp_arrival_ns=1.01
export IMPL_core_area_sq_um=43200
export IMPL_maxCapViolCount=0
export IMPL_grt_ovfl_total=0
export IMPL_edf_count=0
export IMPL_grt_usage_pct=7.03
export IMPL_seqCellArea_sq_um=3350
export IMPL_fp_row_count=76
export IMPL_drive_gt1_share_pct=32.6
export IMPL_port_buffers=331
export IMPL_die_w_um=229
export IMPL_finalSetupViolations=165
export IMPL_grt_pass1_wl_mm=27.1
export IMPL_tool_warnings=59
export IMPL_antenna_found_initial=3
export IMPL_synth_top_cell_area_share_pct=70.8
export IMPL_fp_util_pct=10.8
export IMPL_violations="setup timing"
export IMPL_path_delay_family="flip-flops"
export IMPL_yosysWarnings=1
export IMPL_place_ws_ns=-0.293
export IMPL_synth_flops=165
export IMPL_ys_sh_simple_pct=22.1
export IMPL_period_needed_ns=1.21
export IMPL_rsz0062_at_grt="true"
export IMPL_cp_end_kind="output pin"
export IMPL_gp_congestion=0.782
export IMPL_slowest_stage="dfxtp_4"
export IMPL_finalInstanceArea_sq_um=8500
export IMPL_mi_logic_area_sq_um=1150
export IMPL_critPathLaunchType="flop"
export IMPL_synth_top_flop_cell="dfxtp_1"
export IMPL_die_height_um=229
export IMPL_fmax_mhz=828
export IMPL_outcome="finished with violations"
export IMPL_drt_pass1_iter_count=4
export IMPL_finalHoldViolCount=0
export IMPL_grt_max_degree=51
export IMPL_synth_area_sq_um=4670
export IMPL_synth_area_top_cells="dfxtp_1, nor2b_1, buf_4"
export IMPL_synthTopLogicFamily="simple AND/OR/NAND/NOR gates"
export IMPL_fin_cells=1326
export IMPL_postSynthCellCount=381
export IMPL_cts_setup_buffers=0
export IMPL_ios=396
export IMPL_dp_cells=1291
export IMPL_synth_adder_area_share_pct=0
export IMPL_finalCritPeriodShare_pct=121
export IMPL_final_util_pct=19.7
export IMPL_largest_area_cell="dfxtp_1"
export IMPL_cts_root_buf="clkbuf_16"
export IMPL_cts_tree="done"
export IMPL_irDropWorstVdd_mv=1.29
export IMPL_cts_buffers=17
export IMPL_wl_per_cell_um=14.2
export IMPL_via_per_inst=2.74
export IMPL_async_flop_share_pct=0
export IMPL_cts_buffer_depth=2
export IMPL_synth_avg_cell_area_sq_um=12.3
export IMPL_yosysUniqueCellTypes=6
export IMPL_path_class="reg2out"
export IMPL_vias=3632
export IMPL_ys_area_sq_um=4670
export IMPL_placedInstanceArea_sq_um=8620
export IMPL_area_delta_synth_final_pct=82.0
export IMPL_path_buffers=1
export IMPL_slew_violations=0
export IMPL_cpPeakStageDelay_ns=0.41
export IMPL_yosys_area_share_aoi_pct=0
export IMPL_hold_class="in2reg"
export IMPL_cts_sinks=165
export IMPL_xor_area_share_pct=0
==> metal layers <==
metal	up-vias	share of wire (%)	global-route usage, %
li1	1771	-	-
met1	1587	41	8.37
met2	247	42	10.1
met3	23	15	5.31
met4	4	1.7	1.16
met5	-	0.16	0
==> registers in the layout, summed over array words and instances (netlist names) <==
| signal | flops |
|---|---|
| ALUout_out | 32 |
| PC_plus4_out | 32 |
| Rdata_out | 32 |
| immgen_out | 32 |
| inst_data_out | 32 |
| invalid_out | 1 |
| memtoreg_out | 1 |
| regin_out | 2 |
| regwrite_out | 1 |
==> path summary, 6_finish.rpt <==
kind	start	to	slack (ns)	cells past startpoint
worst max-delay path	immgen_out[13]$_SDFF_PP0_	immgen_out[13]	-0.21	1
worst min-delay path	reset	ALUout_out[0]$_SDFF_PP0_	0.12	3
==> per-stage QoR <==
step	setup TNS, ns	power, mW
2_1_floorplan	0	7.45
3_3_place_gp	-1.61	8.92
3_5_place_dp	-1.52	8.92
4_1_cts	-24.44	15.0
5_1_grt	-24.74	15.4
6_report	-14.04	14.6
==> cells in the final DEF, fill, tap and decap left out <==
cell type	n
buf_12	2
dlygate4sd3_1	3
nor2b_1	165
clkbuf_8	1
conb_1	32
clkinv_4	3
buf_2	153
buf_6	13
dfxtp_4	4
clkbuf_16	17
inv_6	3
diode_2	1
dfxtp_1	134
clkdlybuf4s50_1	165
inv_8	1
buf_4	11
dfxtp_2	27
clkinv_2	3
clkinvlp_4	3
==> logic make-up after synthesis <==
family                 Yosys count
AND/OR/NAND/NOR                165
flip-flops                     165
other                            1
buffers and inverters           50
==> area by class of cell <==
cell class | instances | area share (%)
Clock buffer | 18 | 5.17
Timing Repair Buffer | 347 | 32.0
Sequential cell | 165 | 39.5
Antenna cell | 1 | 0.0295
Tap cell | 585 | 8.62
Multi-Input combinational cell | 197 | 13.6
Clock inverter | 13 | 1.19
==> report_power, final <==
group          switching (mW)  total (mW)  internal, mW
registers              0.0936        7.02          6.93
clock network            2.93        6.17          3.24
logic                   0.385        1.40          1.02
total                    3.41        14.6          11.2
==> what timing repair did <==
item                                   4_1_cts  5_1_grt
gates resized                              582       12
setup endpoints to repair                  165      165
endpoints found under the hold margin        3        0
hold buffers                                 3        0
Power is estimated from default activity; no workload was simulated.
